==> design/flow/constraint.sdc <==
current_design Regs

set clk_period 10.8
set clk_io_pct 0.2

create_clock -name clk0 -period $clk_period [get_ports {clk}]

set non_clock_inputs [all_inputs -no_clocks]
set_input_delay [expr $clk_period * $clk_io_pct] -clock clk0 $non_clock_inputs
set_output_delay [expr $clk_period * $clk_io_pct] -clock clk0 [all_outputs]
==> design/flow/design.v <==
`timescale 1ns / 1ps
module Regs(input clk,rst,L_S,
				input [4:0] R_addr_A,R_addr_B,Wt_addr,
				input [31:0] Wt_data,
				output[31:0] rdata_A,rdata_B
    );
reg[31:0] register[1:31];
integer i;
assign rdata_A=(R_addr_A==0)?0:register[R_addr_A];
assign rdata_B=(R_addr_B==0)?0:register[R_addr_B];
always @(posedge clk or posedge rst)
begin if(rst==1) for (i=1;i<32;i=i+1) register[i] <=0;
		else if((Wt_addr !=0)&&(L_S==1))
				register[Wt_addr]<=Wt_data;
end
endmodule
==> design/flow/run.sh <==
#!/bin/bash
# OpenROAD 26Q1-2900-gdf79404cd8, Yosys 0.63+post, stock flow scripts
make -C /OpenROAD-flow-scripts/flow DESIGN_CONFIG=/design/flow/config.mk WORK_HOME=/design/flow/orfs finish
==> design/flow/config.mk <==
export PLATFORM = sky130hd
export DESIGN_NAME = Regs
export DESIGN_NICKNAME = Regs
export VERILOG_FILES = /design/flow/design.v
export SDC_FILE = /design/flow/constraint.sdc
export NUM_CORES = 4
export LEC_CHECK = 1
export CORE_UTILIZATION = 50
==> impl_metrics.csv <==
group,metric,value,unit
die,chip_area,0.100,mm²
synthesis,avgSynthCellArea,11.8,µm²
critical_path,end_kind,"output pin",
detailed_routing,wire_per_inst,43.8,µm
synthesis,ys_seq_share,50.2,%
synthesis,syn_inst,4196,
global_route,grt_pass1_vias,41900,
die,die_x,317,µm
detailed_routing,vias_per_cell,7.70,
detailed_routing,dr_total_vias,43000,
timing,period_used_share,83.5,%
clocking,clock_latency,0.71,ns
global_route,grt.total_usage,51.7,%
place,port_buffers,113,
die,io_pins,114,
flow_run,warnings,41,
finish,largest_reg_flops,992,
global_route,antenna_found_initial,10,
finish,lay_top_cells,"dfrtp_1 (992), mux2_2 (988), a22oi_1 (788)",
finish,regMostFlops,"register",
finish,areaGrowthSynthToFinish,13.2,%
critical_path,worstSetupPathType,"in2out",
critical_path,crit_chain,"clkdlybuf4s50_1, nand2_1, nor2_4, buf_4, a22oi_1, nand2_1, nor3_1, a21oi_1, clkdlybuf4s50_1",
synthesis,synth_cell_types,63,
clocking,htreeDepth,3,
clocking,cts_tree,"yes",
critical_path,cp_data_required_time,8.64,ns
clocking,cts.sinks,992,
timing,slew_violations,0,
clocking,hold_buffers,0,
timing,worst_pin_slew,1.26,ns
place,gp_congestion,1.06,
timing,skew,0,ns
synthesis,yosys_most_used_dff,"dfrtp_1",
clocking,cts_made_buffers,107,
detailed_routing,drt_pass1_iterations,13,
finish,final_cells,5588,
synthesis,yosysCellCount,4196,
finish,layout_top_cell,"dfrtp_1",
finish,final_area,0.0560,mm²
timing,finalSetupViolCount,0,
critical_path,critPathArrivalTime,6.86,ns
detailed_routing,wirelength,245,mm
synthesis,edf_count,0,
critical_path,startpoint_type,"input port",
synthesis,yosys_warnings,2,
detailed_routing,drc,0,
synthesis,synth_flop_count,992,
critical_path,slowest_stage,"clkdlybuf4s50_1",
clocking,clock_path_buffers,3,
global_route,grt_max_degree,123,
timing,relSlewSlack,16.1,%
die,row_count,115,
timing,hold_viol,0,
run_status,status,"finished clean",
place,dpl.cell_count,5377,
synthesis,yosys_area,0.0495,mm²
detailed_routing,drtAntennaViolNets,0,
synthesis,async_flop_share,100,%
global_route,grt_pass1_wl,337,mm
critical_path,crit_path_max_incr_delay,0.99,ns
min_path,hp-class,"reg2reg",
critical_path,critPathMaxFanout,24,
detailed_routing,detail_route.iter0.violations,6054,
timing,fmax,111,MHz
pwr,leakage,24.2,nW
clocking,root_buffer,"clkbuf_16",
clocking,path_clk_slew,0.06,ns
clocking,cts_resized,0,
finish,drive_gt1_share,34.3,%
flow_run,cap_violations,0,
place,placed_area,0.0524,mm²
place,dp_hpwl,144,mm
critical_path,path_buffers,3,
timing,fin_crit,9.02,ns
synthesis,synthesis.area,0.0495,mm²
critical_path,crit_family,"buffers and inverters",
clocking,post_cts_buffers,0,
die,core_area,0.0983,mm²
pwr,power_density,186,mW/mm²
die,die_y,317,µm
die,fp_util,50.3,%
finish,reg_top3,"register x992",
global_route,grt_overflow,0,
pwr,ir_drop,0.157,mV
timing,rsz0062_at_grt,"false",
==> report_power, final <==
| group | switching (mW) | internal (mW) | total, mW |
|---|---|---|---|
| Combinational | 0.671 | 0.767 | 1.44 |
| Sequential | 0.736 | 4.44 | 5.17 |
| Clock | 1.60 | 2.22 | 3.82 |
==> final timing paths <==
kind                                   from          endpoint  slack, ns  depth (start not counted)
max                             R_addr_B[4]       rdata_B[31]       1.78                          9
min                        register[28][12]  register[28][12]       0.52                          1
max reg2reg                register[24][21]  register[24][21]       9.72                          1
min reg2reg                register[28][12]  register[28][12]       0.52                          1
max in group asynchronous               rst  register[13][13]       6.35                          6
min in group asynchronous               rst  register[19][21]       2.00                          3
==> cell type report <==
type	count	area [µm²]
sequential	992	24800
fill	8117	42300
antenna	13	32.5
inverter	7	30.0
timing repair buffer	317	2720
multi-input combinational	2774	23200
tap	1287	1610
clock buffer	151	3040
clock inverter	47	559
==> cell families after synthesis <==
kind of cell	Yosys count	share of synthesized area [%]
simple gates	658	6.71
compound gates	1111	16.2
mux	1005	22.9
flops	992	50.2
buf+inv	430	4.01
==> cell usage after synthesis (all sizes together), types with 3 or more instances <==
cell type / count / area share (%)
mux2i: 8 / 0.16
nand2b: 11 / 0.14
a31oi: 23 / 0.29
or3: 6 / 0.076
a22oi: 788 / 12
buf: 248 / 2.6
nand3b: 7 / 0.11
nand2: 197 / 1.5
nor3: 72 / 0.81
and2: 4 / 0.051
a211oi: 3 / 0.046
inv: 6 / 0.046
a22o: 17 / 0.30
nand4: 100 / 1.3
or3b: 6 / 0.12
o21ai: 19 / 0.19
o211ai: 7 / 0.11
nand3: 63 / 0.64
nand4b: 3 / 0.053
a2111oi: 4 / 0.071
a222oi: 45 / 0.91
or2: 3 / 0.038
a32oi: 7 / 0.12
nor2b: 9 / 0.11
nor2: 133 / 1.1
mux2: 997 / 23
clkbuf: 175 / 1.3
nor3b: 5 / 0.096
dfrtp: 992 / 50
a221oi: 20 / 0.35
a21oi: 165 / 1.7
nor4: 20 / 0.29
and3: 11 / 0.14
==> per-layer routing <==
metal	wire, µm	global-route usage (%)	up-vias
met5	260	1.37	-
met1	85100	67.4	21400
met3	43200	33.0	1362
li1	-	-	16200
met2	95600	66.3	4053
met4	20700	29.1	18
==> metrics by stage <==
stage / hold slack [ns] / power (mW) / setup TNS, ns / utilization, % / worst slack (ns)
2_1_floorplan: 0.480 / 5.87 / -4986.12 / - / -5.03
3_3_place_gp: 0.492 / 6.57 / 0 / 53.3 / 2.22
3_5_place_dp: 0.505 / 6.59 / 0 / 53.3 / 2.25
4_1_cts: 0.520 / 10.4 / 0 / 57.0 / 2.23
5_1_grt: 0.542 / 10.7 / 0 / 57.0 / 1.97
6_report: 0.520 / 10.4 / 0 / 57.0 / 1.78
No activity file was given, so power comes from the tool's default toggle rates.
